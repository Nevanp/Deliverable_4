===== ./run.sh =====
#!/bin/bash
# OpenROAD 26Q1-2900-gdf79404cd8, Yosys 0.63+post, stock flow scripts
make -C /OpenROAD-flow-scripts/flow DESIGN_CONFIG=/design/flow/config.mk WORK_HOME=/design/flow/orfs finish

===== ./config.mk =====
export PLATFORM = sky130hd
export DESIGN_NAME = gs_rx_filter
export DESIGN_NICKNAME = gs_rx_filter
export VERILOG_FILES = /design/flow/design.v
export SDC_FILE = /design/flow/constraint.sdc
export NUM_CORES = 4
export LEC_CHECK = 1
export CORE_UTILIZATION = 30

===== ./constraint.sdc =====
current_design gs_rx_filter

set clk_period 38.7
set clk_io_pct 0.2

create_clock -name clk0 -period $clk_period [get_ports {clk}]

set non_clock_inputs [all_inputs -no_clocks]
set_input_delay [expr $clk_period * $clk_io_pct] -clock clk0 $non_clock_inputs
set_output_delay [expr $clk_period * $clk_io_pct] -clock clk0 [all_outputs]

===== ./design.v =====
module gs_rx_filter(
          input clk,
          input clk_en,
		input reset,
		   input signed [17:0] x_in,
		   output reg signed [17:0] y   );
integer i;	
reg signed [17:0]	b[64:0];				 
reg signed [18:0]	x[128:0];	
reg signed [36:0] mult_out[64:0];
reg signed [18:0] sum_level_1[64:0];
reg signed [35:0] sum_level_2[32:0];
reg signed [35:0] sum_level_3[16:0];
reg signed [35:0] sum_level_4[8:0];
reg signed [35:0] sum_level_5;
always @ (posedge clk)
if(clk_en)
x[0] <= {x_in[17],x_in};
else
x[0] <= x[0];
always @ (posedge clk)
if(clk_en)
for(i=1; i<129;i=i+1)
x[i] <= x[i-1];
else
for(i=1; i<129;i=i+1)
x[i] <= x[i];
always @ *
for(i=0;i<=63;i=i+1)
sum_level_1[i] <= x[i]+x[128-i];
always @ *
sum_level_1[64] <= x[64];
always @ *
for(i=0;i<=64; i=i+1)
mult_out[i] <= sum_level_1[i] * b[i];
 always @ *
for(i=0;i<=31;i=i+1)
sum_level_2[i] <= mult_out[2*i][35:0] + mult_out[2*i+1][35:0];
always @ *
sum_level_2[32] <= mult_out[64][35:0];
always @ *
for(i=0;i<=15;i=i+1)
sum_level_3[i] <= sum_level_2[2*i] + sum_level_2[2*i+1];
always @ *
sum_level_3[16] <= sum_level_2[32];
always @ *
for(i=0;i<=7;i=i+1)
sum_level_4[i] <= sum_level_3[2*i] + sum_level_3[2*i+1];
always @ *
sum_level_4[8] <= sum_level_3[16];
always @ *
sum_level_5 <= sum_level_4[0] + sum_level_4[1] + sum_level_4[2] + sum_level_4[3] + sum_level_4[4] + sum_level_4[5] + sum_level_4[6] + sum_level_4[7] + sum_level_4[8];
always @ (posedge clk)
if(clk_en)
y <= sum_level_5[35:18];
always @ *
   begin
b[0] <= -18'sd91;
b[1] <= -18'sd35;
b[2] <= 18'sd53;
b[3] <= 18'sd110;
b[4] <= 18'sd92;
b[5] <= 18'sd6;
b[6] <= -18'sd92;
b[7] <= -18'sd130;
b[8] <= -18'sd79;
b[9] <= 18'sd32;
b[10] <= 18'sd126;
b[11] <= 18'sd135;
b[12] <= 18'sd48;
b[13] <= -18'sd77;
b[14] <= -18'sd150;
b[15] <= -18'sd117;
b[16] <= 18'sd3;
b[17] <= 18'sd123;
b[18] <= 18'sd154;
b[19] <= 18'sd68;
b[20] <= -18'sd73;
b[21] <= -18'sd164;
b[22] <= -18'sd128;
b[23] <= 18'sd17;
b[24] <= 18'sd164;
b[25] <= 18'sd191;
b[26] <= 18'sd60;
b[27] <= -18'sd146;
b[28] <= -18'sd271;
b[29] <= -18'sd194;
b[30] <= 18'sd61;
b[31] <= 18'sd327;
b[32] <= 18'sd391;
b[33] <= 18'sd160;
b[34] <= -18'sd252;
b[35] <= -18'sd566;
b[36] <= -18'sd520;
b[37] <= -18'sd72;
b[38] <= 18'sd532;
b[39] <= 18'sd875;
b[40] <= 18'sd651;
b[41] <= -18'sd95;
b[42] <= -18'sd931;
b[43] <= -18'sd1274;
b[44] <= -18'sd778;
b[45] <= 18'sd376;
b[46] <= 18'sd1504;
b[47] <= 18'sd1804;
b[48] <= 18'sd893;
b[49] <= -18'sd843;
b[50] <= -18'sd2364;
b[51] <= -18'sd2559;
b[52] <= -18'sd991;
b[53] <= 18'sd1661;
b[54] <= 18'sd3809;
b[55] <= 18'sd3816;
b[56] <= 18'sd1065;
b[57] <= -18'sd3370;
b[58] <= -18'sd6943;
b[59] <= -18'sd6760;
b[60] <= -18'sd1111;
b[61] <= 18'sd9397;
b[62] <= 18'sd21758;
b[63] <= 18'sd31692;
b[64] <= 18'sd35490;
   end
   endmodule

==> reports/results.env <==
CRITICAL_PATH_ARRIVAL_PS=20870
FINALSETUPTNS_PS=0
CRIT_PATH_TOP_DELAY_CELL='fa_1'
ANT_NETS=0
ROUTED-VIA-COUNT=221000
COUNT_OF_HOLD_BUFFERS_INSERTED_BY_POST_CTS_REPAIR=0
FP_UTIL=0.301
GPL.FINAL_WEIGHTED_CONGESTION=1.11
HOLDPATHSTAGES=0
CTS.REPAIR_TIMING.SETUP_BUFFER_COUNT=0
SYNTH-AREA-YOSYS_MM2=0.354
ANTENNA_FOUND_INITIAL=53
YS_TYPES=87
WORSTSETUPENDPOINTTYPE='flop'
NETLIST_INSTANCES=31700
SETUP_SLACK_PS=18600
POSTSYNTHAREAPERCELL_UM2=11.2
POST-ROUTE-MIN-PERIOD_PS=20100
MAXCLOCKFREQUENCY_GHz=0.0498
GRT_START_MAX_NET_PINS=133
WIRE_LENGTH_OF_THE_FIRST_GLOBAL_ROUTING_PASS_UM=1700000
NETLIST_AREA_MM2=0.354
CLK_TRANSITION_REPORTED_PATHS_PS=70
HOLD_SLACK_PS=391
FIN_SKEW_PS=113
HOLD_VIOL_FINAL=0
AREA_DELTA_SYNTH_FINAL_PCT=9.60
CTS-ROOT-BUF='clkbuf_16'
NETLIST.TOP_CELL.BY_INSTANCES='inv_1'
DRT_ITER0_MARKERS=10800
SYNTH_STAT.CELLS=31700
ASYNCSETRESETFLOPFRACSYNTH=0
WORST-R2R-CELL-COUNT=62
DETAILEDPLACEMENTHPWL_UM=1080000
FINALCRITPERIODSHARE=0.519
RUN_STATUS='completed'
WORST-ENDPOINT-REQUIRED_PS=39470
FP.DIEH_UM=1090
LOG.WARNING_COUNT=312
TIMING.FINAL.MAX_SLEW_VIOLATIONS=0
HOLD_PATH.CLASS='flop to flop'
FLOP_CELL='edfxtp_1'
SYNTH.FF_LATCH_COUNT=2340
AREA_LEADERS='fa_1 35%, ha_1 21%, edfxtp_1 20%'
CLOCKBUFFERDEPTH=4
SETUP_VIOL=0
POST_ROUTE_CELLS_DRIVE_ABOVE_1_SHARE=0.0379
CRITPATHMAXFANOUT=7
SYNTH.YOSYS.WARNINGS=8
PORT_BUFFERS=37
VIA_PER_INST=4.57
WORSTMARGINPINSLEW_PS=1200
GRT_OVERFLOW=0
EDF_COUNT=2340
CPMOSTUSEDCELL='fa_1'
RSZ0062_AT_GRT='no'
POST_CTS_RESIZE_COUNT=0
YS_TOP_CELLS_BY_COUNT='8677 x inv_1, 6112 x fa_1, 5803 x ha_1'
GLOBAL_ROUTE.USAGE.TOTAL=0.215
DETAILEDPLACE.WORSTSLACK_PS=18680
HTREE_NUM_LEVELS=5
STARTPOINT_TYPE='flop'
DRTPASS1ITERATIONS=22
CLOCK_SINK_COUNT=2340
DIE.SIZE.X_UM=1090
WL_PER_CELL_UM=24.4
NUM_IO_PINS=39
MAXCAPVIOLATIONS=0
YOSYSTOPAREACELL='fa_1'
SLEW_HEADROOM=0.196
FIRST_GLOBAL_VIAS=243000
SLOWEST_STAGE_DELAY_CP_PS=630
CTS_TREE='built'
WORST-SETUP-PATH-TYPE='flop to flop'
ROUTE.DETAILED.DRC=0
CHIP_AREA_MM2=1.18
ROWS=398
SYNTH-SEQ-AREA-SHARE=0.199
NUMBER_OF_BUFFERS_CREATED_BY_CTS=279
PORTION_OF_SYNTHESIZED_CELL_AREA_OCCUPIED_BY_THE_LEADING_CELL_TYPE=0.346
CORE_AREA_MM2=1.18
CLK_LATENCY_PS=1050
TOTALWIRELENGTH_UM=1180000
## layout make-up
cell class	instances	area, um^2
clock inverter	167	2150
antenna	26	65.1
timing repair buffer	626	4830
sequential	2340	70300
tap	15600	19500
multi-input combinational	20600	251000
fill	116000	787000
inverter	8681	32600
clock buffer	327	7180
## routing by layer
layer,wire [um],track usage
met3,180000,0.142
met4,86400,0.112
met2,509000,0.310
met5,835,0.00449
met1,404000,0.243
## final timing paths
kind	slack, ps	from	endpoint
worst min register to register	390	x[74][15]$_DFFE_PP_	x[75][15]$_DFFE_PP_
worst min-delay path	390	x[74][15]$_DFFE_PP_	x[75][15]$_DFFE_PP_
worst max-delay path	18600	x[66][1]$_DFFE_PP_	y[17]$_DFFE_PP_
worst max register to register	18600	x[66][1]$_DFFE_PP_	y[17]$_DFFE_PP_
## state kept, by name (all words and copies together) (netlist names)
| register | flops |
|---|---|
| x | 2322 |
| y | 18 |
## layout by cell type (no fill, tap or decap), drive strengths merged, types with 36 or more instances in the layout
| cell | instances |
|---|---|
| o41ai | 61 |
| a41oi | 45 |
| clkdlybuf4s50 | 36 |
| nor2b | 254 |
| xor2 | 580 |
| and2 | 76 |
| or3 | 92 |
| o211ai | 78 |
| or2 | 80 |
| a21oi | 1165 |
| nand2b | 148 |
| nand2 | 550 |
| o31ai | 50 |
| a21boi | 57 |
| buf | 590 |
| a211oi | 66 |
| a31o | 39 |
| o21ai | 573 |
| inv | 8700 |
| nor2 | 945 |
| xnor2 | 1432 |
| edfxtp | 2340 |
| a2111oi | 38 |
| o21bai | 331 |
| o2111ai | 49 |
| clkbuf | 327 |
| and3 | 139 |
| o21a | 215 |
| nand3 | 326 |
| a31oi | 155 |
| fa | 6112 |
| a21o | 383 |
| nor3 | 370 |
| clkinv | 107 |
| ha | 5803 |
## worst max-delay path: cells and delay by family (launching register included)
| kind | cells | cell delay (ps) |
|---|---|---|
| AND-OR/OR-AND | 20 | 5020 |
| XOR/XNOR | 4 | 970 |
| adder cells (fa/ha/maj) | 23 | 11180 |
| buffers and inverters | 11 | 1350 |
| flip-flops | 1 | 480 |
| AND/OR/NAND/NOR | 4 | 820 |
## metrics by stage
| step | utilization | std cells | area [um^2] |
|---|---|---|---|
| 6_report | 0.330 | 48400 | 388000 |
| 5_1_grt | 0.330 | 48400 | 388000 |
| 4_1_cts | 0.330 | 48300 | 388000 |
| 3_5_place_dp | 0.322 | 47800 | 378000 |
| 3_3_place_gp | 0.322 | 47800 | 378000 |
| 2_1_floorplan | - | 31700 | 354000 |
## kinds of logic (layout without fill, tap and decap cells)
logic type               Yosys count  after routing  share of synthesized area
flip-flops                      2340           2340                      0.199
multiplexers                      55             55                    0.00165
adder cells (fa/ha/maj)        11900          11900                      0.551
buffers and inverters           8738           9801                     0.0927
AND/OR/NAND/NOR                 3087           3087                     0.0419
AND-OR/OR-AND                   3525           3525                     0.0642
XOR/XNOR                        2014           2014                     0.0499
other                              1             27                  0.0000106
